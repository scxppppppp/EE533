$ cat flow/run.sh
#!/bin/bash
# OpenROAD 26Q1-2900-gdf79404cd8, Yosys 0.63+post, stock flow scripts
make -C /OpenROAD-flow-scripts/flow DESIGN_CONFIG=/design/flow/config.mk WORK_HOME=/design/flow/orfs finish
$ cat flow/config.mk
export PLATFORM = sky130hd
export DESIGN_NAME = perf_mux
export DESIGN_NICKNAME = perf_mux
export VERILOG_FILES = /design/flow/design.v
export SDC_FILE = /design/flow/constraint.sdc
export NUM_CORES = 4
export LEC_CHECK = 1
export CORE_AREA = 10 10 301 301
export DIE_AREA = 0 0 311 311
$ cat flow/constraint.sdc
current_design perf_mux

set clk_period 13.5
set clk_io_pct 0.2

create_clock -name clk0 -period $clk_period [get_ports {clk}]

set non_clock_inputs [all_inputs -no_clocks]
set_input_delay [expr $clk_period * $clk_io_pct] -clock clk0 $non_clock_inputs
set_output_delay [expr $clk_period * $clk_io_pct] -clock clk0 [all_outputs]
$ cat flow/design.v
module perf_mux(
    input [63:0] cpu_din,
    input [63:0] cpu_ain,
    input cpu_wren,
    output [63:0] cpu_dout,
    output [63:0] dout0,
    output [63:0] aout0,
    input [63:0] din0,
    output wrout0,
    output [63:0] dout1,
    output [63:0] aout1,
    input [63:0] din1,
    output wrout1,
    output [63:0] dout2,
    output [63:0] aout2,
    input [63:0] din2,
    output wrout2,
    input clk,
    input rst
);
    reg [63:0] addr_last;
    reg [63:0] cpu_data;
    assign cpu_dout = cpu_data;
    reg [63:0] data0;
    reg [63:0] addr0;
    reg wren0;
    assign dout0 = data0;
    assign aout0 = addr0;
    assign wrout0 = wren0;
    reg [63:0] data1;
    reg [63:0] addr1;
    reg wren1;
    assign dout1 = data1;
    assign aout1 = addr1;
    assign wrout1 = wren1;
    reg [63:0] data2;
    reg [63:0] addr2;
    reg wren2;
    assign dout2 = data2;
    assign aout2 = addr2;
    assign wrout2 = wren2;
    always @ (*) begin
        case (addr_last[63:60])
            4'h0: begin
                cpu_data = din0;
            end
            4'h2: begin
                cpu_data = din1;
            end
            4'h4: begin
                cpu_data = din2;
            end
            default: begin
                cpu_data = 0;
            end
        endcase
        case (cpu_ain[63:60])
            4'h0: begin
                data0 = cpu_din;
                addr0 = {3'd0, cpu_ain[63:3]};
                wren0 = cpu_wren;
                data1 = 0;
                addr1 = 0;
                wren1 = 0;
                data2 = 0;
                addr2 = 0;
                wren2 = 0;
            end
            4'h2: begin
                data0 = 0;
                addr0 = 0;
                wren0 = 0;
                data1 = cpu_din;
                addr1 = {3'd0, cpu_ain[63:3]};
                wren1 = cpu_wren;
                data2 = 0;
                addr2 = 0;
                wren2 = 0;
            end
            4'h4: begin
                data0 = 0;
                addr0 = 0;
                wren0 = 0;
                data1 = 0;
                addr1 = 0;
                wren1 = 0;
                data2 = cpu_din;
                addr2 = {3'd0, cpu_ain[63:3]};
                wren2 = cpu_wren;
            end
            default: begin
                data0 = 0;
                addr0 = 0;
                wren0 = 0;
                data1 = 0;
                addr1 = 0;
                wren1 = 0;
                data2 = 0;
                addr2 = 0;
                wren2 = 0;
            end
        endcase
    end
    always @ (posedge clk) begin
        if (rst) begin
            addr_last <= 0;
        end
        else begin
            addr_last <= cpu_ain;
        end
    end
endmodule
==> impl_metrics.json <==
{
  "rsz0062_at_grt": "false",
  "die_h_um": 311,
  "aoi_share": 0.1364,
  "report.final.setup_viol": 0,
  "final.setup.tns_ns": 0,
  "rows": 106,
  "dp_hpwl_mm": 47.57,
  "core_um2": 83820,
  "grt_pass1_wl_mm": 69.01,
  "cts_buffers": 3,
  "ys_ff": 4,
  "largest_area_cell": "and2_1",
  "leakage_uw": 0.004387,
  "crit_path_end_kind": "primary output",
  "cp.buffers_inverters": 4,
  "cts_max_level": 1,
  "cts_sinks": 4,
  "grt_usage": 0.1030,
  "finalCriticalPeriod_ns": 8.347,
  "ant_nets": 0,
  "synth_cell_types": 16,
  "largest_reg_flops": 4,
  "max_freq_mhz": 119.8,
  "path_clk_slew_ns": 0.03,
  "relSlewSlack": 0.5061,
  "power_uw": 308.5,
  "yosysWarnings": 1,
  "drv_slew": 0,
  "dr.first_iter.drc_count": 390,
  "antenna_found_initial": 29,
  "drive_above_1_share": 0.01548,
  "lay_top_cells": "751 x clkdlybuf4s50_1, 366 x and2_1, 64 x mux2i_1, 64 x o2bb2ai_1, 19 x conb_1",
  "syn_avg_cell_area_um2": 7.002,
  "post_synth_main_logic_family": "simple AND/OR/NAND/NOR gates",
  "fillCellCount": 9583,
  "synth_seq_share": 0.01948,
  "startpoint_type": "input pin",
  "cts_buffer_depth": 2,
  "path_cells": "clkdlybuf4s50_1 > nor4_4 > buf_4 > buf_4 > and2_1 > clkdlybuf4s50_1",
  "cp.arrival_ns": 5.65,
  "cp_top_family": "buffers and inverters",
  "syn-instance-count": 587,
  "worstPathMaxFanout": 75,
  "root_buffer": "clkbuf_16",
  "vias": 7014,
  "ys_area_um2": 4110,
  "vdd_drop_max_uv": 44.63,
  "cts_tree": "yes",
  "synth-cells-yosys": 587,
  "crit_type": "input pin to primary output",
  "avgRoutedWirePerCell_um": 21.68,
  "fin_crit_sh": 0.6183,
  "drt_wl_total_mm": 52.82,
  "dieWidth_um": 311,
  "ys_sh_mux": 0.1559,
  "run_status": "completed",
  "worstMarginPinSlew_ns": 0.7408,
  "hold_violations": 0,
  "grt_max_degree": 76,
  "topCellsByArea": "and2_1 56%, mux2i_1 16%, o2bb2ai_1 14%",
  "fa_ha_area_frac": 0,
  "final_common_cell": "clkdlybuf4s50_1",
  "fp_util": 0.04904,
  "regArea_um2": 83.83,
  "logic_area_um2": 3679,
  "worstPathRequired_ns": 10.80,
  "top_register": "addr_last",
  "cp.depth": 6,
  "ys_sh_xor": 0,
  "top_regs": "addr_last x4",
  "routabilityCongestion": 0.9391,
  "power.density_nw_per_um2": 23.94,
  "first_pass_iters": 4,
  "max_stage_delay_ns": 0.63,
  "avgViaCountPerCell": 2.879,
  "placement.io_buffers": 751,
  "netlist_area_um2": 4110,
  "syn_to_final_growth_pct": 213.5,
  "cts-resized-gates": 0,
  "hp-class": "input pin to register",
  "drv_cap": 0,
  "die_area_um2": 96720,
  "overflow": 0,
  "simple_gate_area_frac": 0.5836,
  "warning_count": 28,
  "route.detailed.drc": 0,
  "worst_path_max_delay_cell": "buf_4",
  "hold_path_depth": 2,
  "post_cts_buffers": 0,
  "ios": 774,
  "grt_pass1_vias": 7266,
  "cts_hold_buf": 0,
  "yosys.area.top_type_share": 0.5571
}
-- cell type report --
class / count / share of cell area
multi-input cells: 522 / 0.2855
flip-flops and latches: 4 / 0.006506
clock buffers: 4 / 0.006118
repair buffers: 762 / 0.5898
well taps: 1134 / 0.1101
diodes: 10 / 0.001942
-- cell families (layout without fill, tap and decap cells) --
logic type	count (synthesis)	after routing
mux	64	64
buf+inv	79	766
flops	4	4
simple gates	375	375
other cells	1	29
compound gates	64	64
-- synth_stat cells, drive strengths merged --
| cell | instances |
|---|---|
| and2 | 366 |
| mux2i | 64 |
| o2bb2ai | 64 |
| clkbuf | 41 |
| buf | 38 |
| dfxtp | 4 |
| nor2b | 4 |
| nor4b | 3 |
| conb | 1 |
| nor4 | 1 |
| or3 | 1 |
-- worst paths after layout --
kind	from	endpoint	slack (ns)
worst min-delay path	rst	addr_last[62]	3.10
worst max-delay path	cpu_ain[60]	aout0[54]	5.15
-- per-stage QoR --
step | hold WS, ns | instances | setup WS [ns] | cell area [µm²] | util
2_1_floorplan | 2.772 | 605 | 7.329 | 4178 | -
3_3_place_gp | 3.326 | 2422 | 5.082 | 12780 | 0.1525
3_5_place_dp | 3.332 | 2422 | 5.090 | 12780 | 0.1525
4_1_cts | 3.103 | 2426 | 5.078 | 12860 | 0.1534
5_1_grt | 3.130 | 2426 | 4.993 | 12860 | 0.1534
6_report | 3.102 | 2436 | 5.153 | 12880 | 0.1537
-- metal layers --
| layer | global-route usage | part of all wire | wire length (µm) | vias up |
|---|---|---|---|---|
| met5 | 0 | 0.0036 | 188 | - |
| met4 | 0.003818 | 0.0075 | 398 | 28 |
| met3 | 0.04463 | 0.10 | 5469 | 56 |
| met2 | 0.1790 | 0.48 | 25610 | 459 |
| met1 | 0.1220 | 0.40 | 21160 | 3164 |
| li1 | - | - | - | 3307 |
-- where the power goes --
| part | switching, µW | internal [µW] |
|---|---|---|
| logic | 81.0 | 165 |
| clock network | 8.37 | 39.0 |
| registers | 2.51 | 12.5 |
Power figures rest on the tool's default switching activity, not on a simulated workload.
