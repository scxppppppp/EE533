===== /design/flow/design.v =====
`timescale 1ns / 1ps
module ID_EXreg(
    input [63:0] ID_data0,
    input [63:0] ID_data1,
    input [3:0] ID_br_ctrl,
    input [4:0] ID_dest,
    input [13:0] ID_br_addr,
    input [5:0] ID_alu_ctrl,
    input ID_mem_ctrl,
    input [1:0] ID_wb_ctrl,
	 input [1:0] ID_tid,
	 input ID_jump_ctrl,
	 input [63:0] ID_st_data,
    output [63:0] EX_d0,
    output [63:0] EX_d1,
	 output [3:0] EX_br_ctrl,
    output [4:0] EX_dest,
    output [13:0] EX_br_addr,
    output [5:0] EX_alu_ctrl,
    output EX_mem_ctrl,
    output [1:0] EX_wb_ctrl,
	 output [1:0] EX_tid,
	 output EX_jump_ctrl,
	 output [63:0] EX_st_data,
    input clk,
    input reset
    );
	 reg [63:0] data0;
	 reg [63:0] data1;
	 reg [3:0] br_ctrl;
	 reg [4:0] dest;
	 reg [13:0] br_addr;
	 reg [5:0] alu_ctrl;
	 reg mem_ctrl;
	 reg [1:0] wb_ctrl;
	 reg [1:0] tid;
	 reg jump_ctrl;
	 reg [63:0] st_data;
	 assign EX_d0 = data0;
    assign EX_d1 = data1;
	 assign EX_br_ctrl = br_ctrl;
    assign EX_dest = dest;
    assign EX_br_addr = br_addr;
    assign EX_alu_ctrl = alu_ctrl;
    assign EX_mem_ctrl = mem_ctrl;
    assign EX_wb_ctrl = wb_ctrl;
	 assign EX_tid = tid;
	 assign EX_jump_ctrl = jump_ctrl;
	 assign EX_st_data = st_data;
	 always @(posedge clk)
		begin
			if (reset)
			begin
				data0 <= 0;
				data1 <= 0;
				br_ctrl <= 0;
	         dest <= 0;
	         br_addr <= 0;
	         alu_ctrl <= 0;
	         mem_ctrl <= 0;
	         wb_ctrl <= 0;
				tid <= 0;
				jump_ctrl <= 0;
				st_data <= 0;
			end
			else
			begin
				data0 <= ID_data0;
				data1 <= ID_data1;
				br_ctrl <= ID_br_ctrl;
	         dest <= ID_dest;
	         br_addr <= ID_br_addr;
	         alu_ctrl <= ID_alu_ctrl;
	         mem_ctrl <= ID_mem_ctrl;
	         wb_ctrl <= ID_wb_ctrl;
				tid <= ID_tid;
				jump_ctrl <= ID_jump_ctrl;
				st_data <= ID_st_data;
			end
	  end
endmodule

===== /design/flow/run.sh =====
#!/bin/bash
# OpenROAD 26Q1-2900-gdf79404cd8, Yosys 0.63+post, stock flow scripts
make -C /OpenROAD-flow-scripts/flow DESIGN_CONFIG=/design/flow/config.mk WORK_HOME=/design/flow/orfs finish

===== /design/flow/config.mk =====
export PLATFORM = sky130hd
export DESIGN_NAME = ID_EXreg
export DESIGN_NICKNAME = ID_EXreg
export VERILOG_FILES = /design/flow/design.v
export SDC_FILE = /design/flow/constraint.sdc
export NUM_CORES = 4
export LEC_CHECK = 1
export CORE_AREA = 10 10 222 222
export DIE_AREA = 0 0 232 232

===== /design/flow/constraint.sdc =====
current_design ID_EXreg

set clk_period 1.0
set clk_io_pct 0.2

create_clock -name clk0 -period $clk_period [get_ports {clk}]

set non_clock_inputs [all_inputs -no_clocks]
set_input_delay [expr $clk_period * $clk_io_pct] -clock clk0 $non_clock_inputs
set_output_delay [expr $clk_period * $clk_io_pct] -clock clk0 [all_outputs]

==> results.py <==
# Flow results
metrics = {
    "status": {
        "status": "finished with violations",
        "violations": "setup timing",
    },
    "pwr": {
        "switching_share_pct": 21.0,
        "seq_power_share_pct": 46.7,
        "power_uw": 20700,
        "p_leak_uw": 0.00507,
        "ir_drop_mv": 1.27,
        "p_int_uw": 16400,
        "p_per_area_nw_per_um2": 1780,
        "p_sw_uw": 4340,
        "power_frac_comb_pct": 10.0,
        "p_clk_share_pct": 43.3,
    },
    "floorplanning": {
        "fp-utilization_pct": 14.4,
        "chipArea_um2": 53800,
        "fp-row-count": 77,
        "core_um2": 44300,
        "dieWidth_um": 232,
        "io_pins": 456,
        "die_height_um": 232,
    },
    "placed_design": {
        "place_area_um2": 11700,
        "port-buffer-count": 455,
        "hpwl_mm": 20.5,
        "gp_congestion": 0.828,
        "place_ws_ps": -270,
        "dp.cells": 1525,
    },
    "clocking": {
        "cts_buffers": 26,
        "clockBufferDepth": 3,
        "clk_pin_slew_ps": 60,
        "cts_max_level": 1,
        "cts_sinks": 227,
        "cts_root_buf": "clkbuf_16",
        "cts_tree": "yes",
    },
    "final_layout": {
        "fill_cells": 4660,
        "syn2layout_area_growth_pct": 82.9,
        "register_area_um2": 4610,
        "post-route-util_pct": 26.3,
        "comb_area_um2": 1620,
        "final_area_um2": 11600,
        "drive_above_1_share_pct": 42.8,
        "stdcell_count": 1574,
    },
    "logic_synthesis": {
        "synth_stat.cells": 479,
        "ys_async_sr_fraction_pct": 0,
        "synth.cell_area_um2": 6360,
        "synth_cell_types": 5,
        "top_cell": "dfxtp_1",
        "edf_count": 0,
        "yosys-top-cells-count": "dfxtp_1, nor2b_1, nor2b_2, buf_2, buf_6",
        "synthDominantCellAreaShare_pct": 71.4,
        "syn-instance-count": 479,
        "yosys-stat-area_um2": 6360,
        "synth-main-ff-cell": "dfxtp_1",
        "top_cells_by_area": "dfxtp_1, nor2b_1, nor2b_2, buf_6, buf_2",
        "top_area_cell": "dfxtp_1",
        "ys_ff": 227,
        "ys_warn_count": 1,
        "yosysSeqAreaShare_pct": 71.4,
        "avgSynthCellArea_um2": 13.3,
    },
    "sta": {
        "slew_headroom_pct": 79.5,
        "rsz0062_at_grt": "yes",
        "fmax_mhz": 818,
        "finalHoldViolations": 0,
        "worst_slack_ps": -222,
        "finalClockPeriodUsage_pct": 122,
        "tightest_slew_ps": 307,
        "setup_viol_count_final": 227,
        "period_needed_ps": 1220,
        "finalMaxSlewViolations": 0,
    },
    "worst_setup_path": {
        "cp.arrival_ps": 1020,
        "cp_top_family": "flip-flops",
        "crit_buf_inv": 1,
        "crit_path_end_kind": "output pin",
        "cp-start-kind": "flop",
        "critical_path_class": "reg2out",
        "worstPathRequired_ps": 800,
        "slowest_delay_ps": 390,
        "crit_chain": "buf_6",
        "cpMaxStageDelayCell": "dfxtp_4",
        "critPathMaxFanout": 1,
    },
    "global_route": {
        "grt_usage_pct": 8.84,
        "grt_max_degree": 42,
        "grt_antenna_before_repair": 0,
        "grt_pass1_vias": 5310,
        "grt_pass1_wl_mm": 35.1,
        "overflow": 0,
    },
    "drt": {
        "route.detailed.drc": 0,
        "wirelength_mm": 25.3,
        "drtAntennaViolNets": 0,
        "vias": 4955,
        "first_pass_iters": 4,
        "drt_iter0_drc": 130,
        "avgRoutedWirePerCell_um": 16.0,
        "via_per_inst": 3.15,
    },
    "flow_run": {
        "tool_warnings": 27,
        "maxCapViolCount": 0,
    },
    "min_path": {
        "hp-class": "in2reg",
    },
}
==> placed cells by master (no fill, tap or decap), drive strengths merged <==
cell and n:
diode 1, clkinv 7, buf 253, nor2b 227, dlymetal6s4s 1, clkdlybuf4s50 227, clkbuf 37, dfxtp 227
clkinvlp 2
==> layout make-up <==
type,count,share of cell area (%)
Sequential cell,227,39.6
Clock buffer,36,6.61
Clock inverter,9,0.462
Timing Repair Buffer,482,33.0
Multi-Input combinational cell,227,13.9
Tap cell,592,6.36
Antenna cell,1,0.0215
==> logic make-up after synthesis <==
family                 count (synthesis)  synth area share, %
buffers and inverters                 25                 3.15
DFF                                  227                 71.4
and+or+nand+nor                      227                 25.5
==> sequential cells by signal, indices dropped and copies added, names as in the netlist <==
| name | count |
|---|---|
| data0 | 64 |
| wb_ctrl | 2 |
| mem_ctrl | 1 |
| br_ctrl | 4 |
| alu_ctrl | 6 |
| data1 | 64 |
| st_data | 64 |
| dest | 5 |
| tid | 2 |
| br_addr | 14 |
| jump_ctrl | 1 |
==> routing by layer <==
metal	up-vias	wire length, um	global-route usage [%]
met5	-	0	0
met4	0	556	2.06
met3	29	3980	5.59
met1	2164	9390	9.85
li1	2416	-	-
met2	346	11300	14.0
==> power by group through the flow <==
stage         logic, uW  registers (uW)  clock network [uW]
CTS                2090            9680                9290
global route       2270            9720                9620
finish             2070            9680                8960
==> path summary, 6_finish.rpt <==
| check | startpoint | to | depth (start not counted) |
|---|---|---|---|
| min | ID_st_data[38] | st_data[38]$_SDFF_PP0_ | 2 |
| max | alu_ctrl[2]$_SDFF_PP0_ | EX_alu_ctrl[2] | 1 |
==> stage by stage <==
stage / TNS (ps) / hold WS, ps
detailed placement: -1910 / 554
floorplan: 0 / 328
global route: -41310 / 189
finish: -30220 / 211
CTS: -40300 / 184
global placement: -1960 / 551
==> repair_timing <==
action | in CTS | in global routing
setup endpoints to repair | 227 | 298
endpoints found under the hold margin | 5 | 0
pin swaps | 0 | 0
hold buffers | 1 | 0
gates resized | 793 | 27
gates cloned | 0 | 1
setup buffers | 0 | 1
Power figures rest on the tool's default switching activity, not on a simulated workload.
