==> design.v <==
module tlv_decoder(
    input [63:0] cpu_din,
    input [63:0] cpu_ain,
    input cpu_wren,
    output [63:0] cpu_dout,
    input clk,
    input rst
);
    reg [191:0] data;
    reg [191:0] shift_data;
    reg [127:0] buffer_data;
    reg [31:0] tlv_type;
    reg [3:0] tlv_type_var;
    reg [63:0] tlv_length;
    reg [3:0] tlv_length_var;
    reg [7:0] tlv_value_offset;
    reg [71:0] length_buffer;
    reg [2:0] byte_offset;
    reg [63:0] out;
    assign cpu_dout = out;
    always @ (*) begin
        shift_data = data<<(8*byte_offset);
        buffer_data = shift_data[191:64];
        if (buffer_data[127:120] == 8'hFE) begin
            tlv_type = buffer_data[119:88];
            tlv_type_var = 4'd5;
            length_buffer = buffer_data[87:16];
        end
        else if (buffer_data[127:120] == 8'hFD) begin
            tlv_type = {16'd0, buffer_data[119:104]};
            tlv_type_var = 4'd3;
            length_buffer = buffer_data[103:32];
        end
        else begin
            tlv_type = {24'd0, buffer_data[127:120]};
            tlv_type_var = 4'd1;
            length_buffer = buffer_data[119:48];
        end
        if (length_buffer[71:64] == 8'hFF) begin
            tlv_length = length_buffer[63:0];
            tlv_length_var = 4'd9;
        end
        else if (length_buffer[71:64] == 8'hFE) begin
            tlv_length = length_buffer[63:32];
            tlv_length_var = 4'd5;
        end
        else if (length_buffer[71:64] == 8'hFD) begin
            tlv_length = length_buffer[63:48];
            tlv_length_var = 4'd3;
        end
        else begin
            tlv_length = length_buffer[71:64];
            tlv_length_var = 4'd1;
        end
        tlv_value_offset = tlv_length_var + tlv_type_var;
    end
    always @ (posedge clk) begin
        if (rst) begin
            data <= 0;
            out <= 0;
				byte_offset <= 0;
        end
        else begin
            if (cpu_ain[2] == 0) begin
                if (cpu_wren) begin
                    case(cpu_ain[1:0])
						2'd3: byte_offset <= cpu_din[2:0];
                        2'd2: data[63:0] <= cpu_din;
                        2'd1: data[127:64] <= cpu_din;
                        2'd0: data[191:128] <= cpu_din;
                    endcase
                end
                case(cpu_ain[1:0])
					2'd3: out <= {61'd0, byte_offset[2:0]};
                    2'd2: out <= data[191:128];
                    2'd1: out <= data[127:64];
                    2'd0: out <= data[63:0];
                endcase
            end
            else begin
                case(cpu_ain[1:0])
                    2'd2: out[63:0] <= tlv_value_offset;
                    2'd1: out[63:0] <= tlv_length;
                    2'd0: out[63:0] <= tlv_type;
                endcase
            end
        end
    end
endmodule
==> run.sh <==
#!/bin/bash
# OpenROAD 26Q1-2900-gdf79404cd8, Yosys 0.63+post, stock flow scripts
make -C /OpenROAD-flow-scripts/flow DESIGN_CONFIG=/design/flow/config.mk WORK_HOME=/design/flow/orfs finish
==> config.mk <==
export PLATFORM = sky130hd
export DESIGN_NAME = tlv_decoder
export DESIGN_NICKNAME = tlv_decoder
export VERILOG_FILES = /design/flow/design.v
export SDC_FILE = /design/flow/constraint.sdc
export NUM_CORES = 4
export LEC_CHECK = 1
export CORE_UTILIZATION = 50
==> constraint.sdc <==
current_design tlv_decoder

set clk_period 17.6
set clk_io_pct 0.2

create_clock -name clk0 -period $clk_period [get_ports {clk}]

set non_clock_inputs [all_inputs -no_clocks]
set_input_delay [expr $clk_period * $clk_io_pct] -clock clk0 $non_clock_inputs
set_output_delay [expr $clk_period * $clk_io_pct] -clock clk0 [all_outputs]
==> results.sh <==
# implementation run metrics
export IMPL_fill_cells=3119
export IMPL_period_needed_ps=6580
export IMPL_wl_per_cell_um=27.1
export IMPL_grt_setup_unrepaired="no"
export IMPL_postLayoutCellArea_um2=20100
export IMPL_rr_worst_depth=12
export IMPL_die_area_um2=36300
export IMPL_topCellsByArea="dfxtp_1 29%, nand2_1 12%, mux4_2 8.5%, a21oi_1 8.5%, mux2i_1 7.7%"
export IMPL_synthAdderAreaFrac_pct=0.605
export IMPL_fp_util_pct=51.1
export IMPL_cp_end_kind="register"
export IMPL_netlist_logic_family_top="AND-OR/OR-AND gates"
export IMPL_gr_usage_all_layers_pct=43.7
export IMPL_port_buffers=133
export IMPL_place_area_um2=19000
export IMPL_fin_crit_sh_pct=37.4
export IMPL_overflow=0
export IMPL_vias=18400
export IMPL_ff_type="dfxtp_1"
export IMPL_cp_slowest_cell="buf_4"
export IMPL_grt_first_pass_wirelength_mm=112
export IMPL_area_growth_pct=13.0
export IMPL_finalClockSkew_ps=12.8
export IMPL_yosysMostFrequentCell="nand2_1"
export IMPL_leakage_nw=6.60
export IMPL_pwr_density_cell_nw_per_um2=74.2
export IMPL_path_cells="clkdlybuf4s50_1 -> inv_1 -> ha_2 -> buf_4 -> inv_1 -> nand3_4 -> buf_4 -> o21ai_0 -> a21oi_1 -> nor2_1"
export IMPL_crit_fanout=80
export IMPL_setup_tns_ps=0
export IMPL_syn_inst=2321
export IMPL_intPower_w=0.00108
export IMPL_ys_sh_aoi_pct=25.3
export IMPL_place_congestion=1.10
export IMPL_hold_violations=0
export IMPL_seqCellArea_um2=5200
export IMPL_drt_iter0_markers=2599
export IMPL_warnings=93
export IMPL_layout_drive_gt1_share_pct=10.5
export IMPL_clockBufferDepth=3
export IMPL_stdcell_count=2787
export IMPL_mux_area_share_pct=19.4
export IMPL_dp_slack_ps=10600
export IMPL_xor_share_pct=0.0492
export IMPL_drc=0
export IMPL_maxCapViolations=0
export IMPL_clkLatencyLatePin_ps=610
export IMPL_setup_slack_ps=11020
export IMPL_cts_tree="done"
export IMPL_synth_flops=259
export IMPL_grt_max_degree=106
export IMPL_cts_hold_buffers=0
export IMPL_ys_warn_count=1
export IMPL_die_y_um=191
export IMPL_rows=68
export IMPL_die_w_um=191
export IMPL_comb_power_share_pct=13.0
export IMPL_critPathMaxStageDelay_ps=730
export IMPL_crit_arrival_ps=7050
export IMPL_largest_area_cell="dfxtp_1"
export IMPL_common_cells="587 x nand2_1, 301 x a21oi_1, 259 x dfxtp_1, 174 x nor2_1, 153 x o21ai_0"
export IMPL_async_flop_share_pct=0
export IMPL_pin_count=195
export IMPL_seq_power_share_pct=41.8
export IMPL_viasPerCell=6.62
export IMPL_synth_area_um2=17800
export IMPL_yosys_stat_area_um2=17800
export IMPL_p_sw_share_pct=27.9
export IMPL_worst_pin_slew_ps=1080
export IMPL_cp_start_kind="input port"
export IMPL_slew_viol_final=0
export IMPL_simple_gate_area_share_pct=19.4
export IMPL_vdd_drop_max_v=0.0000808
export IMPL_coreArea_um2=34800
export IMPL_synthDistinctLibCells=71
export IMPL_cts_made_buffers=31
export IMPL_fmax_mhz=152
export IMPL_clk_pin_slew_ps=60
export IMPL_critical_path_class="input port to register"
export IMPL_hp_class="register to register"
export IMPL_avgSynthCellArea_um2=7.67
export IMPL_dp_cells=2727
export IMPL_status="complete, no violations"
export IMPL_ant_nets=0
export IMPL_firstDrtPassIters=9
export IMPL_p_clk_share_pct=45.3
export IMPL_logic_area_um2=11600
export IMPL_postSynthSeqShare_pct=29.1
export IMPL_final_setup_viol_count=0
export IMPL_top_area_share_pct=29.1
export IMPL_h_tree_depth=1
export IMPL_clock_sinks=259
export IMPL_cts_resized=0
export IMPL_wirelength_mm=75.7
export IMPL_slew_headroom_pct=27.9
export IMPL_whs_ps=458
export IMPL_synth_edff_count=0
export IMPL_cts_root_buf="clkbuf_16"
export IMPL_cts_setup_buffers=0
export IMPL_hpwl_mm=54.4
export IMPL_p_sw_w=0.000416
export IMPL_whs_path_depth=2
export IMPL_yosys_cells=2321
export IMPL_min_delay_start="data[6]$_SDFFE_PP0P_"
export IMPL_critPathRequiredTime_ps=18070
export IMPL_antenna_found_initial=3
export IMPL_startpoint="cpu_ain[1]"
export IMPL_grt_pass1_vias=16700
export IMPL_reg2reg_from="byte_offset[1]$_SDFFE_PP0P_"
==> through the flow <==
| step | util (%) | power (W) |
|---|---|---|
| final | 57.8 | 0.00149 |
| after global routing | 57.8 | 0.00153 |
| after CTS | 57.8 | 0.00149 |
| after detailed placement | 54.7 | 0.000822 |
| after global placement | 54.7 | 0.000820 |
| after floorplan | - | 0.000733 |
==> power groups by stage <==
stage / logic (W) / clock network (W) / registers, W
4_1_cts: 0.000188 / 0.000683 / 0.000622
5_1_grt: 0.000206 / 0.000704 / 0.000625
6_report: 0.000193 / 0.000676 / 0.000623
==> routing by layer <==
| layer | GRT usage [%] | up-vias | routed length (um) |
|---|---|---|---|
| met1 | 64.3 | 8721 | 30700 |
| li1 | - | 8408 | - |
| met2 | 56.3 | 1194 | 29700 |
| met4 | 15.4 | 2 | 3380 |
| met3 | 21.5 | 119 | 11800 |
| met5 | 0 | - | 11 |
==> cell families (layout without fill, tap and decap cells) <==
logic type | after synthesis | after routing
simple gates | 856 | 856
other cells | 0 | 2
compound gates | 715 | 715
mux | 249 | 249
buf+inv | 233 | 242
xor+xnor | 1 | 1
fa+ha+maj | 8 | 8
flops | 259 | 259
==> flip-flops by register name (all words and copies together) (netlist names) <==
| name | cells |
|---|---|
| byte_offset | 3 |
| out | 64 |
| data | 192 |
==> worst paths after layout <==
| path | to | slack, ps |
|---|---|---|
| worst max-delay path | out[49]$_SDFFE_PP0P_ | 11020 |
| worst min-delay path | data[6]$_SDFFE_PP0P_ | 460 |
| worst max register to register | out[11]$_SDFFE_PP0P_ | 11730 |
| worst min register to register | data[6]$_SDFFE_PP0P_ | 460 |
==> worst max-delay path: cells and delay by family <==
kind / cells / cell delay, ps
AOI/OAI and AO/OA: 2 / 780
adders and majority gates: 1 / 160
buffers and inverters: 5 / 2020
and+or+nand+nor: 2 / 530
==> cell usage in the layout (no fill, tap or decap), drive strengths merged, types with 9 or more instances in the layout <==
cell / netlist / final
a31oi: 17 / 17
inv: 14 / 17
o21ai: 157 / 157
buf: 76 / 37
a211oi: 39 / 39
a222oi: 64 / 64
mux2i: 139 / 139
o21a: 9 / 9
nor2b: 22 / 22
o221ai: 18 / 18
clkbuf: 142 / 43
o22ai: 18 / 18
nor2: 176 / 176
a221oi: 13 / 13
nand3: 16 / 16
and2: 13 / 13
nand2: 590 / 590
dfxtp: 259 / 259
mux2: 39 / 39
a21oi: 302 / 302
o211ai: 13 / 13
nor3: 16 / 16
a22oi: 13 / 13
mux4: 71 / 71
clkdlybuf4s50: 0 / 132
==> layout make-up <==
cell class                      count  area share (%)
Multi-Input combinational cell   1829            57.6
Clock buffer                       43            4.48
Inverter                           15           0.280
Sequential cell                   259            25.8
Timing Repair Buffer              169            8.03
Clock inverter                     15           0.914
Tap cell                          455            2.83
Antenna cell                        2          0.0249
Power figures rest on the tool's default switching activity, not on a simulated workload.
